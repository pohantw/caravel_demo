[flow/design.v]
module wishbone_ctl #
(
    parameter WISHBONE_BASE_ADDR = 32'h30000000
)
(
      input        wb_clk_i
    , input        wb_rst_i
    , input        wbs_stb_i
    , input        wbs_cyc_i
    , input        wbs_we_i
    , input  [3:0] wbs_sel_i
    , input [31:0] wbs_dat_i
    , input [31:0] wbs_adr_i
    , output        wbs_ack_o
    , output [31:0] wbs_dat_o
    , input  [31:0] CGRA_read_config_data
    , output [31:0] CGRA_config_config_addr
	, output [31:0] CGRA_config_config_data
	, output        CGRA_config_read
	, output        CGRA_config_write
    , output  [3:0] CGRA_stall
    , output  [1:0] message
);
    localparam WBSADDR_CFG_ADDR  = 32'h30000000;
    localparam WBSADDR_CFG_WDATA = 32'h30000004;
    localparam WBSADDR_CFG_RDATA = 32'h30000008;
    localparam WBSADDR_CFG_WRITE = 32'h3000000C;
    localparam WBSADDR_CFG_READ  = 32'h30000010;
    localparam WBSADDR_STALL     = 32'h30000014;
    localparam WBSADDR_MESSAGE   = 32'h30000018;
    reg [31:0] reg_cfg_addr;
    reg [31:0] reg_cfg_wdata;
    reg [31:0] reg_cfg_rdata;
    reg        reg_cfg_write;
    reg        reg_cfg_read;
    reg  [3:0] reg_stall;
    reg  [1:0] reg_message;
    wire wbs_req = wbs_stb_i & wbs_cyc_i;
    wire ack_o;
    localparam SR_DEPTH = 4;
    integer i;
    reg [SR_DEPTH-1:0] ack_o_shift_reg;
    always@(posedge wb_clk_i) begin
        if (wb_rst_i) begin
            ack_o_shift_reg <= {SR_DEPTH{1'b0}};
        end
        else begin
            ack_o_shift_reg[0] <= wbs_req;
            for (i=0; i<SR_DEPTH-1; i=i+1) begin
                ack_o_shift_reg[i+1] <= ack_o_shift_reg[i];
            end
        end
    end
    assign ack_o = ack_o_shift_reg[0];  
    wire wbs_req_write = (!ack_o) & wbs_req & (wbs_we_i );
    wire wbs_req_read  = (!ack_o) & wbs_req & (~wbs_we_i);
    always@(posedge wb_clk_i)
        if (wb_rst_i)
            reg_cfg_addr <= 32'd0;
        else if (wbs_req_write && wbs_adr_i==WBSADDR_CFG_ADDR)
            reg_cfg_addr <= wbs_dat_i;
    always@(posedge wb_clk_i)
        if (wb_rst_i)
            reg_cfg_wdata <= 32'd0;
        else if (wbs_req_write && wbs_adr_i==WBSADDR_CFG_WDATA)
            reg_cfg_wdata <= wbs_dat_i;
    always@(posedge wb_clk_i)
        if (wb_rst_i)
            reg_cfg_rdata <= 32'd0;
        else if (wbs_req_read && wbs_adr_i==WBSADDR_CFG_RDATA)
            reg_cfg_rdata <= CGRA_read_config_data;
    always@(posedge wb_clk_i)
        if (wb_rst_i)
            reg_cfg_write <= 1'b0;
        else if (wbs_req_write && wbs_adr_i==WBSADDR_CFG_WRITE)
            reg_cfg_write <= wbs_dat_i[0];
        else
            reg_cfg_write <= 1'b0;  
    always@(posedge wb_clk_i)
        if (wb_rst_i)
            reg_cfg_read <= 1'b0;
        else if (wbs_req_write && wbs_adr_i==WBSADDR_CFG_READ)
            reg_cfg_read <= wbs_dat_i[0];
    always@(posedge wb_clk_i)
        if (wb_rst_i)
            reg_stall <= 4'b1111;
        else if (wbs_req_write && wbs_adr_i==WBSADDR_STALL)
            reg_stall <= wbs_dat_i[3:0];
    always@(posedge wb_clk_i)
        if (wb_rst_i)
            reg_message <= 2'b00;
        else if (wbs_req_write && wbs_adr_i==WBSADDR_MESSAGE)
            reg_message <= wbs_dat_i[1:0];
assign wbs_ack_o               = ack_o;
assign wbs_dat_o               = reg_cfg_rdata;
assign CGRA_config_config_addr = reg_cfg_addr;
assign CGRA_config_config_data = reg_cfg_wdata;
assign CGRA_config_write       = reg_cfg_write;
assign CGRA_config_read        = reg_cfg_read;
assign CGRA_stall              = reg_stall;
assign message                 = reg_message;
endmodule
[flow/run.sh]
#!/bin/bash
# OpenROAD 26Q1-2900-gdf79404cd8, Yosys 0.63+post, stock flow scripts
make -C /OpenROAD-flow-scripts/flow DESIGN_CONFIG=/design/flow/config.mk WORK_HOME=/design/flow/orfs finish
[flow/config.mk]
export PLATFORM = sky130hd
export DESIGN_NAME = wishbone_ctl
export DESIGN_NICKNAME = wishbone_ctl
export VERILOG_FILES = /design/flow/design.v
export SDC_FILE = /design/flow/constraint.sdc
export NUM_CORES = 4
export LEC_CHECK = 1
export CORE_UTILIZATION = 30
[flow/constraint.sdc]
current_design wishbone_ctl

set clk_period 10.5
set clk_io_pct 0.2

create_clock -name clk0 -period $clk_period [get_ports {wb_clk_i}]

set non_clock_inputs [all_inputs -no_clocks]
set_input_delay [expr $clk_period * $clk_io_pct] -clock clk0 $non_clock_inputs
set_output_delay [expr $clk_period * $clk_io_pct] -clock clk0 [all_outputs]
==> metrics.json <==
{
  "final_layout": {
    "area_growth_pct": 50.33,
    "fin_cells": 889,
    "post_route_cells_drive_above_1_share_pct": 7.227,
    "final.fill_count": 1422,
    "largest_registers": "reg_cfg_addr x32, reg_cfg_rdata x32, reg_cfg_wdata x32",
    "final_core_util_pct": 46.24
  },
  "worst_setup_path": {
    "critPathKind": "input port to flip-flop",
    "worst-r2r-setup-slack_ns": 7.69,
    "crit_path_max_fanout": 62,
    "launching_instance_or_port_of_the_critical_path": "wbs_adr_i[10]",
    "r2r_cells": 5,
    "r2r_start": "ack_o_shift_reg[0]",
    "critPathLaunchType": "input port",
    "timing.critical_path.to_type": "flip-flop",
    "critical_path_arrival_ns": 4.91,
    "rr_endpoint": "reg_stall[0]",
    "critPathRequiredTime_ns": 10.77,
    "cp-endpoint": "reg_stall[0]"
  },
  "routing": {
    "residual_drc": 0,
    "detail_route.antenna_diodes": 0,
    "drt-vias-per-instance": 5.541,
    "routed-wl-met2_microns": 7480,
    "wl_per_cell_microns": 18.33,
    "dr.max_layer_used": "met4",
    "wl_on_met1_microns": 6985,
    "drtPass1Iterations": 4,
    "vias": 4926,
    "drt_wl_total_microns": 16300,
    "postRouteAntennaNets": 0,
    "detailedRoute.firstIterationViolations": 224,
    "met3_wirelength_microns": 1652
  },
  "grt": {
    "global_route_wire_length_before_repair_microns": 25160,
    "grt-ovfl-total": 0,
    "grt_antenna_before_repair": 0,
    "grt_start_max_net_pins": 78,
    "first_global_vias": 4651,
    "grt_util_all_layers_pct": 20.28
  },
  "synthesis": {
    "ys_seq_elements": 105,
    "synth_area_per_cell_sq_um": 9.060,
    "post_synth_instance_area_sq_um": 4693,
    "synthesis.instances": 518,
    "post_synth_num_cell_types": 29,
    "yosys_reported_design_area_after_synthesis_sq_um": 4693,
    "synthesis.yosys.warnings": 1,
    "yosys_cells": 518,
    "ys_seq_share_pct": 44.79
  },
  "hold_path": {
    "hp-class": "flip-flop to flip-flop",
    "worst_hold_startpoint": "reg_cfg_wdata[14]"
  },
  "pwr": {
    "peakVddDrop_mv": 0.08159,
    "power-per-cell-area_nw_per_um2": 112.9,
    "total_leakage_power_nw": 2.126,
    "power_mw": 0.7962
  },
  "sta": {
    "count_of_final_setup_violators": 0,
    "maximum_clock_skew_at_final_layout_ns": 0.007990,
    "fin_crit_sh_pct": 44.13,
    "relative_max_transition_margin_pct": 43.53,
    "timing_worst_slew_pin_value_ns": 0.8447,
    "finalMaxSlewViolations": 0,
    "grt_setup_unrepaired": "no",
    "hold_violations": 0,
    "holdWs_ns": 0.4629,
    "fmax_mhz": 215.8,
    "fin_tns_setup_ns": 0,
    "layout_min_cycle_time_ns": 4.634
  },
  "placed_design": {
    "dp_wirelength_microns": 10650,
    "routability_congestion": 0.8436,
    "numPlacedInstances": 874,
    "port_buffers": 205
  },
  "cts": {
    "clockRootBuffer": "sky130_fd_sc_hd__clkbuf_16",
    "cts_inserted_buffers": 9,
    "cts_hold_repair.buffers": 0,
    "resized_after_cts": 0,
    "ctsLongestPathBuffers": 2,
    "tritoncts_clock_tree": "yes",
    "clock_transition_at_the_registers_of_the_reported_paths_ns": 0.07,
    "cts.sinks": 105,
    "clock_insertion_delay_worst_skew_ns": 0.34,
    "htree_num_levels": 3,
    "post-cts-setup-buffers": 0
  },
  "floorplan": {
    "die_y_microns": 127.1,
    "initial_utilization_pct": 30.76,
    "chip_area_sq_um": 16150,
    "die_x_microns": 127.1,
    "design.portCount": 210,
    "floorplan.core_area_sq_um": 15260,
    "row_count": 45
  },
  "flow_run": {
    "cap_violations": 0,
    "warning_count": 29
  },
  "run_status": {
    "status": "finished clean"
  }
}
-- metal layers --
metal | GRT usage, % | vias up
met2 | 31.93 | 235
li1 | - | 2346
met4 | 2.031 | 0
met1 | 28.30 | 2330
met5 | 0 | -
met3 | 7.210 | 15
-- critical path, cell delays in order --
cell and delay [ns]:
sky130_fd_sc_hd__clkdlybuf4s50_1 0.40, sky130_fd_sc_hd__nor4_1 0.44, sky130_fd_sc_hd__and4_4 0.57, sky130_fd_sc_hd__buf_4 0.62, sky130_fd_sc_hd__and4_1 0.47, sky130_fd_sc_hd__mux2i_1 0.22
-- cells in the mapped netlist, drive strengths merged --
master / instances / area (sq um)
or2: 1 / 6.260
a21oi: 92 / 460.4
and3: 2 / 12.51
o31ai: 92 / 740.7
nor4b: 2 / 30.03
and2: 1 / 6.260
nor2: 10 / 37.54
clkbuf: 33 / 125.1
and4bb: 1 / 12.51
or3b: 1 / 8.760
or4: 1 / 7.510
nand2b: 9 / 56.30
nand2: 4 / 15.01
dfxtp: 105 / 2102
nor3: 2 / 15.01
buf: 41 / 237.7
nor4: 8 / 62.56
nand4: 96 / 600.6
nand3: 2 / 10.01
mux2i: 11 / 110.1
and4: 3 / 26.28
nor4bb: 1 / 10.01
-- metrics by stage --
step	area [sq um]	worst slack (ns)
2_1_floorplan	4693	7.117
3_3_place_gp	6761	5.581
3_5_place_dp	6761	5.541
4_1_cts	7056	5.904
5_1_grt	7056	5.704
6_report	7056	5.866
-- cell type report --
class                           count  area, sq um  share of cell area (%)
Clock buffer                       11        242.7                   3.440
Clock inverter                      4        51.30                  0.7271
Multi-Input combinational cell    339         2241                   31.76
Sequential cell                   105         2102                   29.79
Tap cell                          211        264.0                   3.742
Timing Repair Buffer              219         2155                   30.54
-- cell families (layout without fill, tap and decap cells) --
kind of cell / count (synthesis) / after routing / synth area share (%)
AND-OR/OR-AND: 184 / 184 / 25.59
buffers and inverters: 74 / 234 / 7.731
flip-flops: 105 / 105 / 44.79
multiplexers: 11 / 11 / 2.346
AND/OR/NAND/NOR: 144 / 144 / 19.54
-- worst min-delay path by stage --
stage / end / cells past startpoint
final: reg_cfg_wdata[14] / 2
after CTS: reg_cfg_addr[9] / 2
after global routing: reg_cfg_addr[9] / 2
-- placed cells by master, fill, tap and decap left out, types with 2 or more instances in the layout --
master                            count
sky130_fd_sc_hd__o31ai_2             10
sky130_fd_sc_hd__dfxtp_1            105
sky130_fd_sc_hd__buf_4               15
sky130_fd_sc_hd__nand3_1              2
sky130_fd_sc_hd__clkbuf_16            9
sky130_fd_sc_hd__nor2_1               9
sky130_fd_sc_hd__o31ai_1             82
sky130_fd_sc_hd__mux2i_1             11
sky130_fd_sc_hd__nor4_2               3
sky130_fd_sc_hd__clkdlybuf4s50_1    204
sky130_fd_sc_hd__nand4_1             96
sky130_fd_sc_hd__nand2b_1             9
sky130_fd_sc_hd__nor4_1               5
sky130_fd_sc_hd__a21oi_1             92
sky130_fd_sc_hd__nor4b_2              2
sky130_fd_sc_hd__and3_1               2
sky130_fd_sc_hd__nand2_1              4
-- report_power, final --
group,switching [mW],internal (mW)
Sequential,0.0000853,0.398
Clock,0.147,0.191
Combinational,0.0237,0.0364
Power is estimated from default activity; no workload was simulated.
